<file path="design/flow/design.v">
module pci_arbiter (clk,reset_n,REQ0,REQ1,REQ2,REQ3,GNT0,GNT1,GNT2,GNT3) ;
    input clk ;
    input reset_n ;
    input REQ0 ;
    input REQ1 ;
    input REQ2 ;
    input REQ3 ;
    output GNT0 ;
    output GNT1 ;
    output GNT2 ;
    output GNT3 ;
    reg GNT0 ;
    reg GNT1 ;
    reg GNT2 ;
    reg GNT3 ;
    reg [2:0] arbiter_state ;
    always @ (posedge clk or negedge reset_n)
    begin
        if (reset_n == 0)
            begin
                GNT0 <= 0 ;
                GNT1 <= 0 ;
                GNT2 <= 0 ;
                GNT3 <= 0 ;
                arbiter_state <= 0 ;
            end
        else
            case (arbiter_state)
                0: begin
                    GNT0 <= 0 ;
                    GNT1 <= 0 ;
                    GNT2 <= 0 ;
                    GNT3 <= 0 ;
                    if (REQ0 == 1)
                        arbiter_state <= 1 ;
                    else if (REQ1 == 1)
                        arbiter_state <= 2 ;
                    else if (REQ2 == 1)
                        arbiter_state <= 3 ;
                    else if (REQ3 == 1)
                        arbiter_state <= 4 ;
                    else
                        arbiter_state <= 0 ;
                end
                1: begin
                    GNT0 <= 1 ;
                    GNT1 <= 0 ;
                    GNT2 <= 0 ;
                    GNT3 <= 0 ;
                    if (REQ0 == 1)
                        arbiter_state <= 1 ;
                    else if (REQ1 == 1)
                        arbiter_state <= 2 ;
                    else if (REQ2 == 1)
                        arbiter_state <= 3 ;
                    else if (REQ3 == 1)
                        arbiter_state <= 4 ;
                    else
                        arbiter_state <= 1 ;
                end
                2: begin
                    GNT0 <= 0 ;
                    GNT1 <= 1 ;
                    GNT2 <= 0 ;
                    GNT3 <= 0 ;
                    if (REQ1 == 1)
                        arbiter_state <= 2 ;
                    else if (REQ2 == 1)
                        arbiter_state <= 3 ;
                    else if (REQ3 == 1)
                        arbiter_state <= 4 ;
                    else
                        arbiter_state <= 1 ;
                end
                3: begin
                    GNT0 <= 0 ;
                    GNT1 <= 0 ;
                    GNT2 <= 1 ;
                    GNT3 <= 0 ;
                    if (REQ2 == 1)
                        arbiter_state <= 3 ;
                    else if (REQ0 == 1)
                        arbiter_state <= 1 ;
                    else if (REQ1 == 1)
                        arbiter_state <= 2 ;
                    else if (REQ3 == 1)
                        arbiter_state <= 4 ;
                    else
                        arbiter_state <= 1 ;
                end
                4: begin
                    GNT0 <= 0 ;
                    GNT1 <= 0 ;
                    GNT2 <= 0 ;
                    GNT3 <= 1 ;
                    if (REQ3 == 1)
                        arbiter_state <= 4 ;
                    else
                        arbiter_state <= 1 ;
                end
                default: arbiter_state <= 0 ;
            endcase
    end
endmodule
</file>
<file path="design/flow/run.sh">
#!/bin/bash
# OpenROAD 26Q1-2900-gdf79404cd8, Yosys 0.63+post, stock flow scripts
make -C /OpenROAD-flow-scripts/flow DESIGN_CONFIG=/design/flow/config.mk WORK_HOME=/design/flow/orfs finish
</file>
<file path="design/flow/config.mk">
export PLATFORM = sky130hd
export DESIGN_NAME = pci_arbiter
export DESIGN_NICKNAME = pci_arbiter
export VERILOG_FILES = /design/flow/design.v
export SDC_FILE = /design/flow/constraint.sdc
export NUM_CORES = 4
export LEC_CHECK = 1
export CORE_AREA = 10 10 70 70
export DIE_AREA = 0 0 80 80
</file>
<file path="design/flow/constraint.sdc">
current_design pci_arbiter

set clk_period 2.5
set clk_io_pct 0.2

create_clock -name clk0 -period $clk_period [get_ports {clk}]

set non_clock_inputs [all_inputs -no_clocks]
set_input_delay [expr $clk_period * $clk_io_pct] -clock clk0 $non_clock_inputs
set_output_delay [expr $clk_period * $clk_io_pct] -clock clk0 [all_outputs]
</file>
==> results.py <==
# Metrics from the implementation run
metrics = {
    "synth": {
        "synth_area_um2": 404.1,
        "avgSynthCellArea_um2": 11.89,
        "synth_top_cell_by_area": "dfrtp_1",
        "yosys_area_um2": 404.1,
        "synth_cell_types": 18,
        "synthCells": 34,
        "synthTopCellsByArea": "dfrtp_1 (50%), nor4b_2 (7.4%), o21a_1 (7.4%), dfstp_2 (6.5%), a21oi_1 (3.7%)",
        "ys_seq_share_pct": 56.04,
        "numSynthFlops": 9,
        "yosys_warnings": 1,
        "top_area_share_pct": 49.54,
        "synth-cells-yosys": 34,
    },
    "timing": {
        "setup_viol_count_final": 0,
        "hold_violations": 0,
        "timing.fmax_ghz": 0.6340,
        "fin_ws_ps": 922.8,
        "fin_crit_sh_pct": 63.09,
        "finalSetupTns_ps": 0,
        "grt_setup_unrepaired": "false",
        "worst_pin_slew_ps": 400.8,
        "finalCriticalPeriod_ps": 1577,
        "drv_slew": 0,
        "slew_headroom_pct": 73.20,
        "finClkSkew_ps": 0.2464,
    },
    "final_layout": {
        "combGateArea_um2": 173.9,
        "layout_top_cells": "clkdlybuf4s50_1 (9), dfrtp_1 (8), nor2_1 (4), o21a_1 (4)",
        "areaGrowthSynthToFinish_pct": 43.03,
        "num-fill-cells": 382,
        "drive_above_1_share_pct": 17.02,
        "seq_area_um2": 226.5,
        "lay_top_count": "clkdlybuf4s50_1",
    },
    "global_routing": {
        "antenna_found_initial": 0,
        "overflow": 0,
        "grt_max_degree": 10,
        "grt_pass1_wl_mm": 1.338,
        "grt_pass1_vias": 293,
        "grt.total_usage_pct": 2.659,
    },
    "run_status": {
        "outcome": "completed",
    },
    "clocking": {
        "clock_latency_ps": 250,
        "cts-root-buf": "clkbuf_4",
        "h-tree-depth": 1,
        "cts_hold_buf": 0,
        "post_cts_buffers": 0,
        "clock-sinks": 9,
        "clk_pin_slew_ps": 50,
        "cts_tree": "done",
        "clock_path_buffers": 2,
        "cts-buffers-inserted": 3,
        "post_cts_resized": 0,
    },
    "floorplan": {
        "die-area_um2": 6400,
        "die_x_um": 80,
        "core_um2": 3416,
        "fp_util_pct": 11.83,
        "num_rows": 21,
        "die_y_um": 80,
        "io_pins": 10,
    },
    "place": {
        "port_buffers": 9,
        "dp_slack_ps": 929.8,
        "routabilityCongestion": 0.6833,
    },
    "hold_path": {
        "min_path_type": "register to register",
        "hp-start": "GNT1$_DFFE_PN0P_",
        "whs_path_depth": 1,
        "hold_path_end": "GNT1$_DFFE_PN0P_",
    },
    "detailed_routing": {
        "n_antenna_cell": 0,
        "wl_um": 865,
        "initialDrtViolationCount": 19,
        "drc": 0,
        "dr.pass1.iters": 2,
        "ant_nets": 0,
        "vias": 307,
        "wl_per_cell_um": 9.301,
        "viasPerCell": 3.301,
    },
    "job": {
        "warning_count": 25,
        "maxCapViolCount": 0,
    },
    "setup_path": {
        "critPathKind": "register to output port",
        "crit_family": "buffers and inverters",
        "endpoint_kind": "output port",
        "rr_startpoint": "arbiter_state[1]$_DFF_PN0_",
        "crit_chain": "clkdlybuf4s50_1",
        "crit_required_ps": 2000,
        "regToRegEndpoint": "GNT1$_DFFE_PN0P_",
        "cp-start-kind": "register",
        "worst-path-buf-inv": 1,
        "r2r_slack_ps": 1510,
        "path_max_fanout": 2,
        "rr_worst_depth": 2,
        "critPathSlowestCell": "clkdlybuf4s50_1",
        "worstPathArrival_ps": 1080,
        "cp_slowest_stage_delay_ps": 480,
    },
    "pwr": {
        "ir_drop_v": 0.0001530,
        "p_leak_nw": 0.2191,
        "power.density_nw_per_um2": 667.9,
    },
}
power by group:
group	internal, W	switching (W)	total (W)
Clock	0.0000611	0.0000442	0.000105
Sequential	0.000170	0.0000205	0.000190
Combinational	0.0000611	0.0000294	0.0000905
cell families after synthesis:
kind of cell           synth area share [%]
AND/OR/NAND/NOR                       20.44
AND-OR/OR-AND                         22.60
flip-flops                            56.04
buffers and inverters                0.9279
synth_stat cells, drive strengths merged:
master and count:
nor4 2, a31o 1, dfrtp 8, nor4b 2, and2 1, dfstp 1
a21bo 1, nor2 5, a21boi 1, nand2b 1, o211ai 1, o21bai 1
o21ai 1, inv 1, a21oi 3, o21a 4
metrics by stage:
step,area (um2),total power (W),hold WS [ps],std cells,utilization [%]
global placement,551.8,0.0002858,471.6,89,16.15
detailed placement,551.8,0.0002873,479.9,89,16.15
floorplan,404.1,0.0002251,204.4,34,-
global route,578.1,0.0004119,509.7,93,16.92
finish,578.1,0.0003861,487.6,93,16.92
CTS,578.1,0.0003984,493.5,93,16.92
sequential cells by signal, summed over array words and instances, names as in the netlist:
register,flops
GNT0,1
GNT1,1
GNT2,1
GNT3,1
arbiter_state,5
worst max path at each step:
| stage | to | slack, ps | cells past startpoint | from |
|---|---|---|---|---|
| CTS | GNT2 | 880 | 1 | GNT2$_DFFE_PN0P_ |
| global route | GNT2 | 860 | 1 | GNT2$_DFFE_PN0P_ |
| finish | GNT2 | 920 | 1 | GNT2$_DFFE_PN0P_ |
layer usage:
layer	vias up	part of all wire (%)	routed length, um	global-route usage, %
li1	154	-	-	-
met2	7	49	428	4.093
met3	0	9.9	86	1.818
met4	0	0	0	0
met5	-	0	0	0
met1	146	40	350	3.189
final cells by class:
type / instances / area share [%]
well taps: 46 / 9.957
multi-input cells: 24 / 30.09
repair buffers: 9 / 15.58
flip-flops and latches: 9 / 39.18
clock buffers: 4 / 4.545
inverters: 1 / 0.6494
Power is estimated from default activity; no workload was simulated.
